==> run.sh <==
#!/bin/bash
# OpenROAD 26Q1-2900-gdf79404cd8, Yosys 0.63+post, stock flow scripts
make -C /OpenROAD-flow-scripts/flow DESIGN_CONFIG=/design/flow/config.mk WORK_HOME=/design/flow/orfs finish
==> config.mk <==
export PLATFORM = sky130hd
export DESIGN_NAME = PacketArbiter
export DESIGN_NICKNAME = PacketArbiter
export VERILOG_FILES = /design/flow/design.v
export SDC_FILE = /design/flow/constraint.sdc
export NUM_CORES = 4
export LEC_CHECK = 1
export CORE_UTILIZATION = 40
==> constraint.sdc <==
current_design PacketArbiter

set clk_period 2.4
set clk_io_pct 0.2

create_clock -name clk0 -period $clk_period [get_ports {clk}]

set non_clock_inputs [all_inputs -no_clocks]
set_input_delay [expr $clk_period * $clk_io_pct] -clock clk0 $non_clock_inputs
set_output_delay [expr $clk_period * $clk_io_pct] -clock clk0 [all_outputs]
==> design.v <==
module PacketArbiter#
 ( parameter WIDTH = 8,
    parameter DEPTH = 8,
    parameter DLOG2 = 3,
    parameter KLOG2 = 3)
 (  input   clk,  
    input   reset, 
    input  [WIDTH-1:0]  A_tdata,
    input   A_tvalid,
    input   A_tlast,
    output reg A_tready,
   input  [WIDTH-1:0]  B_tdata,
   input   B_tvalid,
   input   B_tlast,
   output reg B_tready,
   output reg [WIDTH-1:0]  K_tdata,
   output reg K_tvalid,
   output reg K_tlast,
   input   K_tready);
   reg [WIDTH-1:0]  A_mem[DEPTH-1:0];
   reg [WIDTH-1:0]  B_mem[DEPTH-1:0];
   reg [WIDTH-1:0]  K_mem[DEPTH-1:0];
   reg [DLOG2-1:0]  A_taddr, Atemp_taddr;
   wire [DLOG2-1:0] A_taddr_next, Atemp_taddr_next;
   reg [DLOG2-1:0]  B_taddr, Btemp_taddr;
   wire [DLOG2-1:0] B_taddr_next, Btemp_taddr_next;
   reg [KLOG2-1:0]  K_taddr, Ktemp_taddr;
   wire [KLOG2-1:0] K_taddr_next, Ktemp_taddr_next;
   reg [KLOG2-1:0]  A_temp,B_temp;
   reg grant;
   always @(posedge clk, posedge reset) begin
     if (reset) begin
       A_taddr <= 'b0;
       A_tready <= 'b0;
       B_taddr <= 'b0;
       B_tready <= 'b0;
       A_temp <= 'b0;	
       B_temp <= 'b0;	end 
    else begin
       if(A_tvalid) begin
         A_tready <= 'b1; 
         A_mem[A_taddr] <= A_tdata;
         A_taddr <= A_taddr_next;    
         if(A_tlast) begin
           A_temp <= A_taddr;
           A_taddr <= 'b0;
           A_tready <= 'b0; end
       end
       if(B_tvalid) begin 
         B_tready <= 'b1; 
         B_mem[B_taddr] <= B_tdata;
         B_taddr <= B_taddr_next;    
         if(B_tlast) begin
          B_temp <= B_taddr;
          B_taddr <= 'b0;
          B_tready <= 'b0; end
      end
    end  
  end
  always @(posedge clk, posedge reset) begin
     if (reset) begin
        Atemp_taddr <= 'b0;
        Btemp_taddr <= 'b0;
        Ktemp_taddr <= 'b0;
        grant <= 'b0;
     end
     else if(!grant) begin
         K_mem[Ktemp_taddr] <= A_mem[Atemp_taddr];
         Atemp_taddr <= Atemp_taddr_next; 
         Ktemp_taddr <= Ktemp_taddr_next;
         if((A_temp==Ktemp_taddr) && (A_temp!= 'b0)) begin
            grant <= ~ grant; 
            Ktemp_taddr <= 'b0; end
     end 
     else begin
         K_mem[Ktemp_taddr] <= B_mem[Btemp_taddr];
         Btemp_taddr <= Btemp_taddr_next; 
         Ktemp_taddr <= Ktemp_taddr_next;
         if((B_temp==Ktemp_taddr) && (B_temp!= 'b0)) begin
         grant <= ~ grant; 
         Ktemp_taddr <= 'b0; end
     end
  end
  always @(posedge clk, posedge reset) begin
     if (reset) begin
        K_tdata<= 'b0;
        K_tvalid <= 'b0;
        K_tlast <= 'b0;
        K_taddr <= 'b0; end
     else if (K_tready) begin
         K_tlast <= 'b0; 
         K_tvalid <= 'b1;
         K_tdata <= K_mem[K_taddr];
         K_taddr <= K_taddr_next;  
         if((A_temp==K_taddr) && (A_temp!= 'b0) && grant) begin
            K_tlast <= 'b1;
            K_taddr <= 'b0; end 
         else if((B_temp==K_taddr) && (B_temp!= 'b0) && !grant) begin
            K_tlast <= 'b1;
            K_taddr <= 'b0; end 
    end  
  end
  assign A_taddr_next = A_taddr+1;
  assign B_taddr_next = B_taddr+1;
  assign K_taddr_next = K_taddr+1;
  assign Atemp_taddr_next = Atemp_taddr+1;
  assign Btemp_taddr_next = Btemp_taddr+1;
  assign Ktemp_taddr_next = Ktemp_taddr+1;
endmodule 
==> results.json <==
{
  "worstSetupEndpointType": "register",
  "drt_iter0_markers": 381,
  "edf_count": 192,
  "cts_buffer_depth": 3,
  "grt_usage_pct": 19.16,
  "ys_types": 49,
  "flop_cell": "edfxtp_1",
  "viasPerCell": 5.575,
  "yosys-stat-area_um2": 9269,
  "fin_area_um2": 11070,
  "cts_buffers": 24,
  "grt_pass1_vias": 5725,
  "grt_max_degree": 25,
  "place_area_um2": 10200,
  "num_io_pins": 35,
  "post_drt_wl_per_cell_um": 20.92,
  "r2r-end": "K_mem[4][5]",
  "max_freq_mhz": 434.8,
  "lay_top_count": "edfxtp_1",
  "finalSetupViolCount": 0,
  "ys_seq_elements": 229,
  "pre_cts_ws_ns": -0.01951,
  "required_ns": 2.59,
  "yosysCellCount": 587,
  "maxCapViolCount": 0,
  "ys_warn_count": 4,
  "netlist_area_um2": 9269,
  "diodes": 0,
  "power_density_nw_per_um2": 1240,
  "chipArea_um2": 23790,
  "tns_ns": 0,
  "avgSynthCellArea_um2": 15.79,
  "maxSlewViolCount": 0,
  "fin_crit_ns": 2.300,
  "reg2reg_setup_slack_ns": 0.10,
  "finalWorstSetupSlack_ns": 0.1003,
  "core_area_um2": 22710,
  "setup.worst_path.start_class": "register",
  "fin_total_pwr_mw": 13.73,
  "holdCritPathClass": "primary input to async pin",
  "p_leak_nw": 4.061,
  "max-vdd-ir-drop_v": 0.0006514,
  "hold_viol_final": 0,
  "post_cts_buffers": 0,
  "drc_errors": 0,
  "grt-ovfl-total": 0,
  "die_w_um": 154.2,
  "status": "complete, no violations",
  "r2r-start": "Atemp_taddr[0]",
  "period_used_pct": 95.82,
  "io_buffers": 34,
  "timing.hold.ws_ns": 0.4425,
  "stdcell_count": 969,
  "synth_cells": 587,
  "finalWirelength_um": 20280,
  "finClkSkew_ns": 0.02571,
  "cts_root_buf": "clkbuf_16",
  "clock_sinks": 229,
  "dp_cells": 925,
  "async_flop_share_pct": 16.16,
  "clock_latency_ns": 0.52,
  "cts_tree": "yes",
  "dp_hpwl_um": 13880,
  "critPathArrivalTime_ns": 2.49,
  "reg2regPathDepth": 6,
  "worstMarginPinSlew_ns": 0.6566,
  "firstDrtPassIters": 8,
  "tool_warnings": 49,
  "grt_pass1_wl_um": 31950,
  "path_max_fanout": 9,
  "fp.dieH_um": 154.2,
  "syn_to_final_growth_pct": 19.41,
  "final_util_pct": 48.74,
  "relSlewSlack_pct": 56.23,
  "clk_pin_slew_worst_paths_ns": 0.06,
  "cts_hold_buf": 0,
  "drive_above_1_share_pct": 15.64,
  "place_congestion": 0.9869,
  "worst-setup-path-type": "register to register",
  "rows": 55,
  "seq_area_frac_synth_pct": 72.19,
  "cts-htree-levels": 1,
  "grt_antenna_before_repair": 0,
  "antenna_left": 0,
  "fp-utilization_pct": 40.82,
  "dr_total_vias": 5402,
  "layout_top_cells": "edfxtp_1, buf_4, dfrtp_1, clkdlybuf4s50_1, ha_1"
}
## routing by layer
layer	vias to the layer above	share of wire [%]	global-route usage, %
li1	2492	-	-
met1	2596	40	26.09
met2	287	46	28.55
met3	27	12	11.30
met4	0	1.9	3.000
met5	-	0	0
## power by group
group	switching [mW]	total, mW	internal, mW
combinational	2.58	4.41	1.83
sequential	0.322	5.57	5.25
clock	1.46	3.75	2.28
## state kept, by name (all words and copies together) (netlist names), 3 cells and up
name and cells:
Atemp_taddr 3, Ktemp_taddr 3, B_taddr 3, K_tdata 8
K_mem 64, A_mem 64, A_temp 3, B_temp 3
Btemp_taddr 3, A_taddr 3, K_taddr 3, B_mem 64
## final cells by class
| class | instances | area (µm²) |
|---|---|---|
| tap | 285 | 356.6 |
| clock buffer | 29 | 619.3 |
| timing repair buffer | 82 | 725.7 |
| sequential | 229 | 6691 |
| clock inverter | 15 | 193.9 |
| fill | 1828 | 11640 |
| multi-input combinational | 303 | 2384 |
| inverter | 26 | 97.59 |
## synthesized netlist by cell type, types with 4 or more instances
cell       count  area (µm²)
nand3_1       12       60.06
inv_1         23       86.33
a22oi_1       11       82.58
xor2_1         8       70.07
and2_1         7       43.79
a22o_1         6       52.55
o211a_1        6       60.06
and3_1        15       93.84
mux2_1         5       56.30
o22ai_1       12       75.07
o2111a_1       4       45.04
nand2_1       30       112.6
nor2_1        17       63.81
a222oi_1      17       170.2
mux2_2         6       67.56
ha_1          36       450.4
o21ai_0       28       140.1
edfxtp_1     192        5766
buf_2         12       60.06
a221oi_1      25       219.0
xnor2_1        4       35.03
dfrtp_1       37       925.9
clkbuf_1      10       37.54
o21ai_1        5       25.02
o2bb2ai_1      7       61.31
a221o_1        7       70.07
mux2i_1        4       40.04
## how the worst max path moves through the flow
| stage | depth (start not counted) | endpoint | startpoint | slack, ns |
|---|---|---|---|---|
| CTS | 6 | K_mem[4][5] | Atemp_taddr[0] | 0.009 |
| global route | 8 | K_mem[6][5] | Btemp_taddr[1] | -0.000005 |
| finish | 6 | K_mem[4][5] | Atemp_taddr[0] | 0.10 |
## critical path, cell delays in order (launching register included)
cell and delay (ns):
dfrtp_1 0.41, inv_1 0.10, ha_2 0.26, buf_4 0.18, a221o_1 0.31, a222oi_1 0.47
o22ai_2 0.23
## timing repair
item	CTS	global route
setup endpoints to repair	16	48
pin swaps	0	5
resized	2	8
## kinds of logic (layout without fill, tap and decap cells)
logic type	count (synthesis)	in the layout	synth area share (%)
DFF	229	229	72.19
AOI/OAI and AO/OA	146	146	12.31
and+or+nand+nor	94	94	5.089
buffers and inverters	55	152	2.646
adders and majority gates	36	36	4.860
muxes	15	15	1.768
xor gates and xnor gates	12	12	1.134
No activity file was given, so power comes from the tool's default toggle rates.
